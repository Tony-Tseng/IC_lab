==> flow/design.v <==
module rop3_lut16
#(
  parameter N = 8
)
(
  input clk,
  input data_in_valid,
  input [N-1:0] P,
  input [N-1:0] S,
  input [N-1:0] D,
  input [7:0] Mode,
  output data_out_valid,
  output [N-1:0] Result
);
wire [N-1:0] combin_result;
wire combin_valid;
reg [N-1:0] P_reg, S_reg, D_reg, Result_reg;
reg [7:0] Mode_reg;
reg data_out_reg, data_in_reg;
assign data_out_valid = data_out_reg;
assign Result = Result_reg;
combinational_block #(.DATA_WIDTH(N)) ROP (.data_in_valid(data_in_reg), .P(P_reg), .S(S_reg), .D(D_reg), .Mode(Mode_reg), .data_out_valid(combin_valid), .Result(combin_result));
always@(posedge clk) begin
  data_in_reg  <= data_in_valid;
  P_reg        <= P;
  S_reg        <= S;
  D_reg        <= D;
  Mode_reg     <= Mode; 
  Result_reg   <= combin_result;
  data_out_reg <= combin_valid;
end
endmodule
module combinational_block #( parameter DATA_WIDTH=8 )
(
	input [DATA_WIDTH-1:0] P,S,D,
	input [7:0] Mode,
	input data_in_valid,
	output reg data_out_valid,
	output reg [DATA_WIDTH-1:0] Result	
);
localparam BLACKNESS   = 8'h00;
localparam NOTSRCERASE = 8'h11;
localparam NOTSRCCOPY  = 8'h33;
localparam SRCERASE    = 8'h44;
localparam DSTINVERT   = 8'h55;
localparam PATINVERT   = 8'h5A;
localparam SRCINVERT   = 8'h66;
localparam SRCAND      = 8'h88;
localparam MERGEPAINT  = 8'hBB;
localparam MERGECOPY   = 8'hC0;
localparam SRCCOPY     = 8'hCC;
localparam SRCPAINT    = 8'hEE;
localparam PARCOPY     = 8'hF0;
localparam PATPAINT    = 8'hFB;
localparam WHITENESS   = 8'hFF;
always@(*) begin
    if(data_in_valid) begin
	data_out_valid = 1;
	case(Mode)
	  BLACKNESS    : begin Result = 0;      end
	  NOTSRCERASE  : begin Result = ~(D|S); end   
	  NOTSRCCOPY   : begin Result = ~S;     end 
          SRCERASE     : begin Result = S&(~D); end 
          DSTINVERT    : begin Result = ~D;     end 
          PATINVERT    : begin Result = D^P;    end 
          SRCINVERT    : begin Result = D^S;    end 
          SRCAND       : begin Result = D&S;    end 
          MERGEPAINT   : begin Result = D|(~S); end 
          MERGECOPY    : begin Result = P&S;    end 
          SRCCOPY      : begin Result = S;      end 
          SRCPAINT     : begin Result = D|S;    end 
          PARCOPY      : begin Result = P;      end 
          PATPAINT     : begin Result = D|P|~S; end 
          WHITENESS    : begin Result = ~0;  end
	  default      : begin Result = 0;      end
	endcase
    end
    else begin
	Result = 0;
    	data_out_valid = 0;
    end
end
endmodule
==> flow/run.sh <==
#!/bin/bash
# OpenROAD 26Q1-2900-gdf79404cd8, Yosys 0.63+post, stock flow scripts
make -C /OpenROAD-flow-scripts/flow DESIGN_CONFIG=/design/flow/config.mk WORK_HOME=/design/flow/orfs finish
==> flow/config.mk <==
export PLATFORM = sky130hd
export DESIGN_NAME = rop3_lut16
export DESIGN_NICKNAME = rop3_lut16
export VERILOG_FILES = /design/flow/design.v
export SDC_FILE = /design/flow/constraint.sdc
export NUM_CORES = 4
export LEC_CHECK = 1
export CORE_UTILIZATION = 30
==> flow/constraint.sdc <==
current_design rop3_lut16

set clk_period 3.0
set clk_io_pct 0.2

create_clock -name clk0 -period $clk_period [get_ports {clk}]

set non_clock_inputs [all_inputs -no_clocks]
set_input_delay [expr $clk_period * $clk_io_pct] -clock clk0 $non_clock_inputs
set_output_delay [expr $clk_period * $clk_io_pct] -clock clk0 [all_outputs]
==> results.cfg <==
; implementation run metrics
[run_status]
outcome = finished, final reports clean

[critical_path]
r2r_start = Mode_reg[6]
worst_path_max_delay_cell = dfxtp_1
critPathTopFamily = flip-flops
end_kind = flop
arrival_ns = 2.60
r2r_cells = 6
crit_fanout = 21
required_ns = 3.18
cp.buffers_inverters = 1
critPathKind = reg2reg
r2r-end = Result_reg[6]
path_cells = buf_4 -> and4b_1 -> and2_1 -> o2bb2ai_1 -> nor4b_1 -> a311oi_1
startpoint_type = flop
critPathMaxStageDelay_ns = 0.75
regToRegSetupSlack_ns = 0.58

[job]
maxCapViolations = 0
warnings = 25

[clock_network]
holdBufCountCts = 0
clk_path_buf_depth = 2
clk_pin_slew_ns = 0.08
numCtsBuffers = 5
clock_sinks = 42
cts_tree = built
clock.latency.late_pin_ns = 0.30
cts_setup_buffers = 0
h-tree-depth = 2
post_cts_resized = 0
cts_root_buffer = clkbuf_8

[power]
combPwrFrac_pct = 12.8
ir_drop_mv = 0.239
power.internal_mw = 0.915
p_leak_nw = 1.01
power_density_nw_per_um2 = 404
p_clk_share_pct = 36.0
switching_share_pct = 25.7
power_frac_seq_pct = 51.2
power_mw = 1.23
switching_power_mw = 0.317

[routing]
n_antenna_cell = 0
first_pass_iters = 5
postRouteAntennaNets = 0
drt_iter0_drc = 192
via_count = 2562
drt-wirelength-per-cell_um = 17.6
wl_mm = 7.60
vias_per_cell = 5.94
drc = 0

[placement]
post_dp_cell_area_um2 = 2940
io_buffers = 42
routabilityCongestion = 0.923
post-dp-hpwl_mm = 5.04

[floorplanning]
boundaryPins = 43
chipArea_um2 = 8670
rows = 32
fp_util_pct = 31.6
die_w_um = 93.1
die_y_um = 93.1
coreArea_um2 = 7890

[final_timing]
relSlewSlack_pct = 51.7
fmax_ghz = 0.414
hold_viol = 0
min_period_ns = 2.42
drv_slew = 0
finalClockPeriodUsage_pct = 80.6
tightest_slew_ns = 0.722
final.setup.tns_ns = 0
setup_viol = 0
rsz0062_at_grt = no
fin_skew_ns = 0.00522

[global_routing]
grt_pass1_vias = 2260
grt.total_usage_pct = 18.2
antenna_found_initial = 0
grt_start_max_net_pins = 22
grt-ovfl-total = 0
grt_pass1_wl_mm = 12.1

[yosys]
edf_count = 0
topCellsByArea = dfxtp_1 34%, o21ai_0 4.2%, nand2_1 3.9%
yosys_cells = 304
synth_cell_types = 59
syn_area_per_cell_um2 = 8.19
ys_seq_share_pct = 33.8
synth-async-reset-ratio_pct = 0
postSynthCellCount = 304
synth_top_flop_cell = dfxtp_1
synth.top_cell.area_share_pct = 33.8
synth_top_cell_by_count = dfxtp_1
yosys_area_um2 = 2490
yosys_warnings = 2
synth_area_um2 = 2490
common_cells = 42 x dfxtp_1, 26 x nand2_1, 21 x o21ai_0, 19 x a21oi_1, 17 x nor2_1
largest_area_cell = dfxtp_1
ys_seq_elements = 42

[finish]
areaGrowthSynthToFinish_pct = 22.5
final_area_um2 = 3050
drive_above_1_share_pct = 6.69

[hold_path]
min_to = data_out_reg
min_from = data_in_reg
min_path_type = reg2reg
holdPathStages = 0
worst reg2reg max path: stages, from the launching register on:
cell and delay (ns):
dfxtp_1 0.75, buf_4 0.34, and4b_1 0.22, and2_1 0.38, o2bb2ai_1 0.18, nor4b_1 0.09, a311oi_1 0.35
cells by family (layout without fill, tap and decap cells):
logic type	count (synthesis)	count (layout)	synth area share (%)
AOI/OAI and AO/OA	104	104	30.3
xor gates and xnor gates	2	2	0.703
DFF	42	42	33.8
muxes	1	1	0.402
and+or+nand+nor	117	117	28.0
buffers and inverters	38	63	6.83
final cells by class:
class / count / area, µm²
Clock inverter: 1 / 30.0
Clock buffer: 7 / 76.3
Inverter: 6 / 22.5
Multi-Input combinational cell: 224 / 1480
Fill cell: 797 / 4840
Timing Repair Buffer: 49 / 473
Sequential cell: 42 / 841
Tap cell: 102 / 128
cells in the final DEF (no fill, tap or decap), drive strengths merged, types with 3 or more instances in the layout:
cell / Yosys / layout
nor3: 13 / 13
a311oi: 11 / 11
a21oi: 19 / 19
nand2: 26 / 26
a221oi: 3 / 3
dfxtp: 42 / 42
a211oi: 3 / 3
o2bb2ai: 6 / 6
nand3b: 9 / 9
o41ai: 7 / 7
o21ai: 24 / 24
nor2: 18 / 18
a21boi: 8 / 8
nor4bb: 3 / 3
clkbuf: 12 / 7
buf: 20 / 7
and3: 6 / 6
o2111ai: 4 / 4
inv: 6 / 6
clkdlybuf4s50: 0 / 42
nand3: 7 / 7
or4: 4 / 4
o21a: 3 / 3
nand4: 10 / 10
power by group through the flow:
stage	Combinational (mW)	Sequential [mW]	Clock (mW)
5_1_grt	0.172	0.637	0.490
4_1_cts	0.155	0.629	0.461
6_report	0.158	0.631	0.443
routing by layer:
metal / GRT usage (%) / part of all wire, % / vias up
met1: 27.7 / 45 / 1204
met3: 3.89 / 8.2 / 13
met4: 3.59 / 1.9 / 0
li1: - / - / 1222
met2: 27.0 / 44 / 123
met5: 0 / 0 / -
worst max-delay path by stage:
stage | start | end | slack, ns | cells past startpoint
4_1_cts | Mode_reg[6] | Result_reg[6] | 0.67 | 6
5_1_grt | Mode_reg[3] | Result_reg[1] | 0.42 | 7
6_report | Mode_reg[6] | Result_reg[6] | 0.58 | 6
through the flow:
step	utilization (%)	instances	setup WS [ns]	hold WS, ns
3_5_place_dp	37.3	423	0.698	0.340
3_3_place_gp	37.3	423	0.724	0.345
2_1_floorplan	-	304	1.07	0.331
5_1_grt	38.7	431	0.421	0.365
6_report	38.7	431	0.583	0.353
4_1_cts	38.7	431	0.670	0.357
Power and IR drop assume default switching activity.
