===== design/flow/config.mk =====
export PLATFORM = sky130hd
export DESIGN_NAME = cordic_engine
export DESIGN_NICKNAME = cordic_engine
export VERILOG_FILES = /design/flow/design.v
export SDC_FILE = /design/flow/constraint.sdc
export NUM_CORES = 4
export LEC_CHECK = 1
export CORE_UTILIZATION = 30

===== design/flow/constraint.sdc =====
current_design cordic_engine

set clk_period 12.6
set clk_io_pct 0.2

create_clock -name clk0 -period $clk_period [get_ports {clk}]

set non_clock_inputs [all_inputs -no_clocks]
set_input_delay [expr $clk_period * $clk_io_pct] -clock clk0 $non_clock_inputs
set_output_delay [expr $clk_period * $clk_io_pct] -clock clk0 [all_outputs]

===== design/flow/design.v =====
module controller
#(
    parameter IO_BW=32
)
(
    input signed [IO_BW-1:0] x,
    input signed [IO_BW-1:0] y,
    input [2:0] mode,
    input [1:0] phase_mode,
    input valid_in,
    output reg signed [IO_BW-1:0] result,
    output reg valid_out
);
localparam SIN = 3'd0, COS = 3'd1, SIN2 = 3'd2, COS2 = 3'd3, SINCOS = 3'd4;
always@(*) begin
    valid_out = 0;
    result = 0;
    if(valid_in) begin
        case(mode)
            SIN  : begin
		if(phase_mode[1]) result = -y >>>12;
		else result = y>>>12;
	    end
            COS  : begin
		if(phase_mode[1]^phase_mode[0]) result = -x >>>12;
		else result = x >>>12;
	    end
            SIN2 : begin 
		if(phase_mode[1]^phase_mode[0]) result = (32'h10000000 + x)>>>13;
		else result = (32'h10000000 - x)>>>13; 
	    end
            COS2 : begin 
		if(phase_mode[1]^phase_mode[0]) result = (32'h10000000 - x) >>>13;
		else result = (32'h10000000 + x)>>>13; 
	    end
            SINCOS:begin
		if(phase_mode[1]) result = -y>>>13;
		else result = y>>>13;
	    end
	    default: begin result = 0; end
        endcase
        valid_out = 1;
    end
end
endmodule
module cordic_engine
#(
    parameter IO_BW=32
)
(
    clk,
    rst_n,
    phase,
    mode,
    pop,
    valid_in,
    valid_out,
    result
);
input   clk;
input   rst_n;
input   valid_in;
input   [IO_BW-1:0] phase;
input   [2:0] mode;
output reg [IO_BW-1:0] result;
output reg valid_out;
output reg pop;
reg valid_in_reg;
reg [IO_BW-1:0] phase_reg;
reg [2:0] mode_reg; 
reg [31:0] compute_phase;
reg [1:0] phase_mode; 
wire valid_out_reg;
wire [IO_BW-1:0] result_reg;
localparam PHASE_SHIFT = 21;
localparam ITER_NUM = 15;
always@(posedge clk) begin
    if(!rst_n) begin
        valid_in_reg <= 0;
        phase_reg <= 0;
        mode_reg <= 0;
        valid_out <= 0;
        pop <= 1;
        result <= 0;
    end
    else begin
        valid_in_reg <= valid_in;
        phase_reg <= phase << PHASE_SHIFT;
        mode_reg <= mode;
        valid_out <= valid_out_reg;
        pop <= 0;
        result <= result_reg;
    end
end
reg [31:0] phase_new;
always@(*) begin
    if(mode_reg>1) begin
	if(phase_reg <<< 1 >= 32'h5A000000) begin
		phase_new = (phase_reg <<< 1) - 32'h5A000000;
	end
	else phase_new = phase_reg <<< 1;
    end
    else phase_new = phase_reg;
    if(phase_new <= 32'h16800000) begin
	compute_phase = phase_new;
	phase_mode = 0;
    end
    else if (phase_new <= 32'h2D000000) begin
	compute_phase = 32'h2D000000 - phase_new;
	phase_mode = 1;
    end
    else if (phase_new <= 32'h43800000) begin
	compute_phase = phase_new - 32'h2D000000;
	phase_mode = 2;
    end
    else begin
	compute_phase = 32'h5A000000 - phase_new;
	phase_mode = 3;
    end
end
wire [31:0] arctan_table [0:ITER_NUM-1];
assign arctan_table[0] = 32'hb400000;  
assign arctan_table[1] = 32'h6a429cc;  
assign arctan_table[2] = 32'h38251d0;  
assign arctan_table[3] = 32'h1c80044;  
assign arctan_table[4] = 32'h0e4e2a9;  
assign arctan_table[5] = 32'h0728de5;  
assign arctan_table[6] = 32'h0394a86;  
assign arctan_table[7] = 32'h01ca5b5;  
assign arctan_table[8] = 32'h00e52e9;  
assign arctan_table[9] = 32'h0072976;  
assign arctan_table[10]= 32'h00394bb;  
assign arctan_table[11]= 32'h001ca5d;  
assign arctan_table[12]= 32'h000e52e;  
assign arctan_table[13]= 32'h0007297;  
assign arctan_table[14]= 32'h000394b;  
integer i,j,k;
reg signed [IO_BW-1:0] x_in [0:ITER_NUM];
reg signed [IO_BW-1:0] y_in [0:ITER_NUM];
reg signed [IO_BW-1:0] z_in [0:ITER_NUM];
reg [1:0] phase_mode_in [0:ITER_NUM];
reg [2:0] mode_in [0:ITER_NUM];
reg valid_cp [0:ITER_NUM];
always@(posedge clk) begin
	if(~rst_n) begin
		for(i=0;i<ITER_NUM;i=i+1) begin
			x_in[i]<=0;
			y_in[i]<=0;
			z_in[i]<=0;
			phase_mode_in[i]<=0;
			mode_in[i]<=0;
			valid_cp[i]<=0;
		end
	end
	else begin
		x_in[0] <= 32'h09B74000;
		y_in[0] <= 32'h00000000;
		z_in[0] <= compute_phase;
		phase_mode_in[0] <= phase_mode;
		mode_in[0] <= mode_reg;
		valid_cp[0] <= valid_in_reg;
		for(k=0;k<ITER_NUM;k=k+1) begin
			if( z_in[k] >= 0) begin
		    		x_in[k+1] <= x_in[k] - (y_in[k]>>>k);
		    		y_in[k+1] <= y_in[k] + (x_in[k]>>>k);
		    		z_in[k+1] <= z_in[k] - arctan_table[k];
			end
			else begin
		    		x_in[k+1] <= x_in[k] + (y_in[k]>>>k);
		    		y_in[k+1] <= y_in[k] - (x_in[k]>>>k);
		    		z_in[k+1] <= z_in[k] + arctan_table[k];
			end
			phase_mode_in[k+1]<=phase_mode_in[k];
			mode_in[k+1]<=mode_in[k];
			valid_cp[k+1]<=valid_cp[k];
		end
	end
end
controller controller (
    .x(x_in[ITER_NUM]), 
    .y(y_in[ITER_NUM]), 
    .mode(mode_in[ITER_NUM]), 
    .phase_mode(phase_mode_in[ITER_NUM]),
    .valid_in(valid_cp[ITER_NUM]), 
    .result(result_reg), 
    .valid_out(valid_out_reg)
);
endmodule

===== design/flow/run.sh =====
#!/bin/bash
# OpenROAD 26Q1-2900-gdf79404cd8, Yosys 0.63+post, stock flow scripts
make -C /OpenROAD-flow-scripts/flow DESIGN_CONFIG=/design/flow/config.mk WORK_HOME=/design/flow/orfs finish

==> run_results.csv <==
group,metric,value,unit
run_status,run_status,"finished, final reports clean",
critical_path,crit-reg2reg-launch,"x_in[7][7]$_SDFF_PN0_",
clocking,clock_sinks,1341,
sta,tns,0,ns
logic_synthesis,synth_flop_count,1341,
sta,finalCritPeriodShare,46.46,%
logic_synthesis,synth_cell_types,83,
critical_path,worst_r2r_path_depth,18,
sta,hold_violations,0,
die,core_util_floorplan,30.23,%
place,hpwlAfterDp,193.3,mm
route,post_drt_via_cell_ratio,4.963,
finish,layoutNonFillerInstCount,16550,
critical_path,critical_path_class,"reg -> reg",
critical_path,worst_r2r_endpoint,"y_in[8][31]$_SDFF_PN0_",
logic_synthesis,summed_instance_area_of_the_synthesized_netlist,99140,um2
sta,maxSlewHeadroom,37.24,%
finish,max_flop_register,"x_in",
die,floorplan.io_pins,72,
sta,worst_slew_pin_slew,0.9177,ns
global_routing,grtUsageTotal,14.90,%
route,number_of_design_rule_violations_left_by_the_first_detailed_router_iteration,4519,
die,chip_area,332800,um2
place,gp_congestion,0.9378,
route,avgRoutedWirePerCell,14.94,um
critical_path,timing.critical_path.fanout_max,5,
sta,fin_crit,5.854,ns
clocking,cts_buffers,164,
clocking,cts_setup_buffers,0,
min_path,worst_hold_startpoint,"mode_in[14][2]$_SDFF_PN0_",
clocking,htreeDepth,4,
sta,timing.fmax,170.8,MHz
critical_path,crit_path_end_kind,"register",
logic_synthesis,number_of_synthesized_flops_with_an_enable_pin,70,
logic_synthesis,yosys.stat.seqShare,27.79,%
global_routing,grt.overflow.total,0,
finish,layout_top_cells,"1481 x nor2_1, 1263 x dfxtp_1, 1148 x ha_1, 865 x a21oi_1, 759 x nand2_1",
clocking,tritoncts_clock_tree,"yes",
logic_synthesis,synthesis.area_per_instance,8.181,um2
min_path,hold_path.class,"reg -> reg",
route,finalWirelength,247.2,mm
route,route.vias.total,82130,
min_path,whs_endpoint,"mode_in[15][2]$_DFFE_PP_",
logic_synthesis,yosys.area.top_type_share,25.67,%
global_routing,grt_antenna_before_repair,4,
finish,layout-drive-gt1-share,4.057,%
logic_synthesis,ys_chip_area,99140,um2
critical_path,start_kind,"register",
clocking,clock_input_transition_at_the_sequential_cells_of_the_worst_setup_and_hold_paths,0.06,ns
die,core.rowCount,210,
critical_path,critical-path-slowest-cell,"o41ai_1",
sta,timing.clock.skew,0.06426,ns
logic_synthesis,leading_post_synthesis_cells_by_cell_area,"dfxtp_1 26%, ha_1 14%, xnor2_1 6.5%",
finish,largest_register_ff_count,414,
global_routing,grt_max_degree,142,
logic_synthesis,synth.yosys.warnings,14,
clocking,worstSkewPairLatency,0.84,ns
route,detail_route.drc_violations,0,
flow_run,cap_violations,0,
sta,final_max_slew_viol_count,0,
die,chip_height,576.9,um
critical_path,r2r_setup_slack,6.75,ns
global_routing,first_global_vias,76500,
critical_path,max_stage_delay,0.68,ns
finish,flow.area_growth_from_synthesis,10.95,%
critical_path,crit_cells,18,
critical_path,timing.critical_path.buf_inv,0,
clocking,max-clock-path-buffers,4,
finish,layout.area.seq,27560,um2
global_routing,grt_first_pass_wirelength,400.7,mm
finish,top_layout_cell,"nor2_1",
critical_path,critical-path-top-delay-family,"simple AND/OR/NAND/NOR gates",
clocking,cts_root_buf,"clkbuf_16",
route,drt_pre_antenna_iters,8,
finish,final.fill_count,33890,
logic_synthesis,cells_yosys,12120,
place,place.port_buffers,50,
clocking,post_cts_resize_count,0,
logic_synthesis,yosys_most_used_dff,"dfxtp_1",
finish,layout.area.comb,68670,um2
sta,rsz0062_at_grt,"false",
finish,biggestRegsByFlops,"x_in (414), y_in (410), z_in (384)",
sta,setup_violations,0,
critical_path,crit_path_cell_trace,"or3_1 > or3b_2 > or4_1 > or3b_2 > or4_1 > o21ai_0 > xnor2_1 > ha_1 > a21o_1 > a21oi_1 > o21ai_0 > nor2_1 > a21oi_1 > o41ai_1 > o211ai_1 > o41ai_1 > xnor2_1 > nor2_1",
place,dpl.cell_count,16260,
die,die-width,576.9,um
logic_synthesis,async_flop_share,0,%
logic_synthesis,cells_after_synthesis,12120,
critical_path,worst_ep_arrival_time,6.56,ns
clocking,postCtsHoldBufs,0,
flow_run,total_tool_warning_count,73,
logic_synthesis,synthDominantAreaCellType,"dfxtp_1",
critical_path,worst-endpoint-required,13.31,ns
min_path,min_path_cells,0,
route,final_antenna_net_count,0,
die,fp.coreArea,327900,um2
-- worst max path at each step --
| stage | from | to | slack, ns |
|---|---|---|---|
| CTS | x_in[7][7]$_SDFF_PN0_ | y_in[8][31]$_SDFF_PN0_ | 6.78 |
| global route | x_in[7][7]$_SDFF_PN0_ | y_in[8][31]$_SDFF_PN0_ | 6.43 |
| finish | x_in[7][7]$_SDFF_PN0_ | y_in[8][31]$_SDFF_PN0_ | 6.75 |
-- stage by stage --
stage / cell area (um2) / worst slack (ns) / hold slack [ns] / utilization (%)
detailed placement: 104400 / 6.744 / 0.3918 / 31.84
floorplan: 99140 / 7.656 / 0.3855 / -
CTS: 110000 / 6.779 / 0.4063 / 33.54
finish: 110000 / 6.746 / 0.4062 / 33.54
global route: 110000 / 6.428 / 0.4104 / 33.54
global placement: 104400 / 6.739 / 0.3877 / 31.84
-- logic make-up (layout without fill, tap and decap cells) --
logic type | Yosys count | after routing | share of synthesized area [%]
and+or+nand+nor | 4153 | 4153 | 20.20
AOI/OAI and AO/OA | 3225 | 3225 | 20.94
xor gates and xnor gates | 1371 | 1371 | 12.13
DFF | 1341 | 1341 | 27.79
adders and majority gates | 1185 | 1185 | 15.24
buffers and inverters | 772 | 855 | 2.971
muxes | 72 | 72 | 0.7459
other | 0 | 1 | 0
-- cell usage after synthesis (all sizes together), types with 22 or more instances --
cell,instances
a211oi,112
a21oi,865
o21ai,719
nand2b,233
nor2,1483
o21bai,109
or4,68
mux2i,57
nor3,372
a21o,454
or3,148
and2,213
or2,62
inv,434
o211ai,49
xor2,636
fa,37
nand3,218
o31ai,183
and3,115
nand2,759
a221oi,35
nor2b,186
a211o,31
edfxtp,70
dfxtp,1271
a41oi,33
a21boi,45
o41ai,85
a31oi,112
buf,30
xnor2,734
nor4,76
nand4,66
o21a,150
clkbuf,302
ha,1148
nand3b,22
nor3b,74
-- routing by layer --
layer | wire (um) | track usage, % | vias up
li1 | - | - | 43340
met1 | 116200 | 20.64 | 37240
met2 | 115500 | 24.98 | 1185
met3 | 8250 | 1.619 | 368
met4 | 7211 | 3.750 | 2
met5 | 19 | 0 | -
-- final cells by class --
cell class	count	area share (%)
repair buffers	123	0.9919
inverters	440	1.508
diodes	1	0.002275
flip-flops and latches	1341	25.05
well taps	4346	4.944
clock buffers	218	4.286
multi-input cells	10010	62.43
clock inverters	74	0.7826
