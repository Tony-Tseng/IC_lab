File: ./design.v
module rop3_smart
#(
  parameter N = 4
)
(
  input clk,
  input data_in_valid,
  input [N-1:0] P,
  input [N-1:0] S,
  input [N-1:0] D,
  input [7:0] Mode,
  output data_out_valid,
  output [N-1:0] Result
);
reg [N-1:0] P_reg, S_reg, D_reg, Result_reg;
reg [7:0] Mode_reg;
reg data_in_reg, data_out_reg;
wire [N-1:0] combin_result;
wire combin_valid;
assign Result = Result_reg;
assign data_out_valid = data_out_reg;
always@(posedge clk) begin
    P_reg <= P;
    S_reg <= S;
    D_reg <= D;
    Mode_reg <= Mode;
    data_in_reg <= data_in_valid;
    data_out_reg <= combin_valid;
    Result_reg <= combin_result;
end
combinational_block_smart #(.N(N)) ROP (.data_in_valid(data_in_reg), .P(P_reg), .S(S_reg), .D(D_reg), .Mode(Mode_reg), .data_out_valid(combin_valid), .Result(combin_result));
endmodule
module combinational_block_smart #( parameter N=8 )
(
	input [N-1:0] P,S,D,
	input [7:0] Mode,
	input data_in_valid,
	output reg data_out_valid,
	output reg [N-1:0] Result	
);
integer i,j;
reg [7:0] temp1;
always@(*) begin
    data_out_valid = 0;
    temp1 = 1;
    if(data_in_valid) begin
	data_out_valid = 1;
	for(i=0;i<N;i=i+1) begin
	    Result[i] =| ((temp1[7:0]<<{P[i],S[i],D[i]}) & Mode[7:0]);
	end
    end
    else Result = 0;
end
endmodule
File: ./run.sh
#!/bin/bash
# OpenROAD 26Q1-2900-gdf79404cd8, Yosys 0.63+post, stock flow scripts
make -C /OpenROAD-flow-scripts/flow DESIGN_CONFIG=/design/flow/config.mk WORK_HOME=/design/flow/orfs finish
File: ./config.mk
export PLATFORM = sky130hd
export DESIGN_NAME = rop3_smart
export DESIGN_NICKNAME = rop3_smart
export VERILOG_FILES = /design/flow/design.v
export SDC_FILE = /design/flow/constraint.sdc
export NUM_CORES = 4
export LEC_CHECK = 1
export CORE_AREA = 10 10 78 78
export DIE_AREA = 0 0 88 88
File: ./constraint.sdc
current_design rop3_smart

set clk_period 1.4
set clk_io_pct 0.2

create_clock -name clk0 -period $clk_period [get_ports {clk}]

set non_clock_inputs [all_inputs -no_clocks]
set_input_delay [expr $clk_period * $clk_io_pct] -clock clk0 $non_clock_inputs
set_output_delay [expr $clk_period * $clk_io_pct] -clock clk0 [all_outputs]
==> flow_summary.toml <==
# flow metrics
[outcome]
status = "finished clean"

[final_timing]
finalHoldViolations = 0
finalCritPeriodShare = 0.942
final.setup.worst_slack_ps = 81.1
max_slew_margin = 0.862
rsz0062_at_grt = "no"
tightestPinTransition_ps = 205
setup_tns_ps = 0
finalSetupViolCount = 0
clock_skew_ps = 4.13
fmaxAchievable_mhz = 758
maxSlewViolCount = 0
period_needed_ps = 1320

[detailed_routing]
drt_wl_total_mm = 1.72
viasPerCell = 3.80
wire_per_inst_microns = 12.6
drt-pass1-iter-count = 4
drt_iter0_drc = 6
diodes = 0
drtAntennaViolNets = 0
via_count = 517
drc_errors = 0

[setup_path]
rrSetupSlack_ps = 200
crit_type = "reg -> out"
critPathRequiredTime_ps = 1120
r2r-end = "Result_reg[3]$_SDFF_PN0_"
slowest_stage = "clkdlybuf4s50_1"
worstPathArrival_ps = 1040
cp_top_family = "buffers and inverters"
critPathLaunchType = "register"
cp_num_cells = 1
endpoint = "Result[0]"
end_kind = "output pin"
cp_max_fo = 1
r2r_cells = 3
max_stage_delay_ps = 470
reg2reg_from = "S_reg[3]$_DFF_P_"
cp_cell_sequence = "clkdlybuf4s50_1"
crit_buf_inv = 1
cp-startpoint = "Result_reg[0]$_SDFF_PN0_"

[clock_tree]
clockBufferDepth = 2
clkTransAtPathRegs_ps = 80
ctsHoldBuffers = 0
htreeDepth = 1
cts_sinks = 26
tritoncts = "built"
clk_latency_ps = 260
postCtsSetupRepairBufs = 0
post_cts_resized = 0
root_buffer = "clkbuf_8"
cts_made_buffers = 3

[global_routing]
grt-ovfl-total = 0
antenna_found_initial = 0
grt_pass1_vias = 551
track_usage = 0.0455
grt_pass1_wl_mm = 2.67
grt_max_degree = 15

[layout]
final_area_sq_um = 1190
fin_cells = 136
area_growth_pct = 47.2
drive_gt1_frac = 0.0952
register_area_sq_um = 520
largest_reg_flops = 8
lay_top_cells = "dfxtp_1 (26), clkdlybuf4s50_1 (26)"
logic_area_sq_um = 270
fillers = 446

[place]
place_area_sq_um = 1130
io_buffers = 26
gp_congestion = 0.804
pre_cts_ws_ps = 212
dpl.cell_count = 132
dpl.hpwl_mm = 1.38

[flow_run]
warnings = 25
maxCapViolCount = 0

[floorplanning]
dieHeight_microns = 88
die-area_sq_um = 7740
num_rows = 24
ioPinCount = 27
fp_util = 0.183
dieWidth_microns = 88
coreArea_sq_um = 4410

[logic_synthesis]
synth_flops = 26
synth_cell_types = 8
netlist_instances = 54
synthTopCellsByArea = "dfxtp_1 (65%), mux4_1 (13%), mux2_2 (5.6%), mux2i_1 (5.0%), a311oi_1 (4.3%)"
ys_warn_count = 2
ys_seq_frac = 0.646
top_area_frac = 0.646
yosys.area.top_type = "dfxtp_1"
ys_chip_area_sq_um = 806
syn_area_sq_um = 806
avgSynthCellArea_sq_um = 14.9
ys_cells = 54

[pwr]
p_leak_nw = 0.469
power_density_nw_per_um2 = 1180
max-vdd-ir-drop_uv = 559

[worst_hold_path]
hold_path_class = "reg -> reg"
-- cell type report --
| cell class | instances | area share |
|---|---|---|
| clock buffers | 4 | 0.0464 |
| flip-flops and latches | 26 | 0.439 |
| inverters | 4 | 0.0127 |
| multi-input cells | 24 | 0.228 |
| well taps | 52 | 0.0549 |
| repair buffers | 26 | 0.219 |
-- synthesized netlist by cell type (all sizes together) --
library cell,count
nor2,4
inv,4
mux4,4
mux2,4
o31ai,4
dfxtp,26
mux2i,4
a311oi,4
-- worst min path at each step --
| stage | startpoint | end | slack, ps | cells past startpoint |
|---|---|---|---|---|
| after CTS | data_in_reg$_DFF_P_ | data_out_reg$_DFF_P_ | 440 | 0 |
| after global routing | Mode[1] | Mode_reg[1]$_DFF_P_ | 450 | 1 |
| final | data_in_reg$_DFF_P_ | data_out_reg$_DFF_P_ | 430 | 0 |
-- through the flow --
stage,hold slack (ps),utilization,total power [mW]
after floorplan,308,-,0.873
after global placement,430,0.256,0.968
after detailed placement,431,0.256,0.972
after CTS,444,0.269,1.43
after global routing,448,0.269,1.47
final,433,0.269,1.40
-- where the power goes --
group          switching [mW]  total (mW)  leakage [nW]  internal, mW
logic                  0.0253       0.134         0.221         0.108
registers              0.0343       0.818         0.219         0.784
clock network           0.201       0.452        0.0288         0.250
total                   0.261        1.40         0.469          1.14
-- cells by family after synthesis --
family                 count (synthesis)  share of synthesized area
AND/OR/NAND/NOR                        4                     0.0186
flip-flops                            26                      0.646
multiplexers                          12                      0.236
buffers and inverters                  4                     0.0186
AND-OR/OR-AND                          8                     0.0807
-- metal layers --
metal	GRT usage	routed length, microns
met5	0	0
met4	0.00145	0
met1	0.0655	830
met3	0.0290	201
met2	0.0595	686
Power is estimated from default activity; no workload was simulated.
